==> /design/flow/design.v <==
module FIR (clk, reset, D, Q, Q_8); 
	input logic clk, reset;
	input logic [23:0] D;
	output logic [23:0] Q, Q_8;
	always_ff @(posedge clk) begin
		if(reset) begin
			Q <= 0;
			Q_8 <= 0;
		end else begin
			Q <= D;
			Q_8 <= D / 8;
		end
	end
endmodule
module FIR_high_level (clk, reset, dataIn, dataOut);
	input logic clk, reset;
	input logic [23:0] dataIn;
	output logic [23:0] dataOut;
	logic [23:0] raw0, raw1, raw2, raw3, raw4, raw5, raw6, raw7;
	logic [23:0] d_raw0, d_raw1, d_raw2, d_raw3, d_raw4, d_raw5, d_raw6, d_raw7;
	logic [23:0] sum1, sum2, sum3, sum4, sum5, sum6, sum7;
	assign raw0 = dataIn;
	assign d_raw0 = dataIn / 8;
	assign dataOut = sum7;
	FIR fir1 (.clk, .reset, .D(raw0), .Q(raw1), .Q_8(d_raw1)); 
	FIR fir2 (.clk, .reset, .D(raw1), .Q(raw2), .Q_8(d_raw2)); 
	FIR fir3 (.clk, .reset, .D(raw2), .Q(raw3), .Q_8(d_raw3)); 
	FIR fir4 (.clk, .reset, .D(raw3), .Q(raw4), .Q_8(d_raw4)); 
	FIR fir5 (.clk, .reset, .D(raw4), .Q(raw5), .Q_8(d_raw5)); 
	FIR fir6 (.clk, .reset, .D(raw5), .Q(raw6), .Q_8(d_raw6)); 
	FIR fir7 (.clk, .reset, .D(raw6), .Q(raw7), .Q_8(d_raw7)); 
	FIRadder add1 (.in1(d_raw0), .in2(d_raw1), .out(sum1));
	FIRadder add2 (.in1(sum1), .in2(d_raw2), .out(sum2));
	FIRadder add3 (.in1(sum2), .in2(d_raw3), .out(sum3));
	FIRadder add4 (.in1(sum3), .in2(d_raw4), .out(sum4));
	FIRadder add5 (.in1(sum4), .in2(d_raw5), .out(sum5));
	FIRadder add6 (.in1(sum5), .in2(d_raw6), .out(sum6));
	FIRadder add7 (.in1(sum6), .in2(d_raw7), .out(sum7));
endmodule
module FIRadder (in1, in2, read, out);
	input logic read;
	input logic [23:0] in1, in2;
	output logic [23:0] out;
	assign out = in1 + in2;
endmodule
==> /design/flow/run.sh <==
#!/bin/bash
# OpenROAD 26Q1-2900-gdf79404cd8, Yosys 0.63+post, stock flow scripts
make -C /OpenROAD-flow-scripts/flow DESIGN_CONFIG=/design/flow/config.mk WORK_HOME=/design/flow/orfs finish
==> /design/flow/config.mk <==
export PLATFORM = sky130hd
export DESIGN_NAME = FIR_high_level
export DESIGN_NICKNAME = FIR_high_level
export VERILOG_FILES = /design/flow/design.v
export SDC_FILE = /design/flow/constraint.sdc
export NUM_CORES = 4
export LEC_CHECK = 1
export CORE_UTILIZATION = 40
==> /design/flow/constraint.sdc <==
current_design FIR_high_level

set clk_period 11.7
set clk_io_pct 0.2

create_clock -name clk0 -period $clk_period [get_ports {clk}]

set non_clock_inputs [all_inputs -no_clocks]
set_input_delay [expr $clk_period * $clk_io_pct] -clock clk0 $non_clock_inputs
set_output_delay [expr $clk_period * $clk_io_pct] -clock clk0 [all_outputs]
==> insert_results.sql <==
-- generated from flow reports
INSERT INTO impl_metrics (metric_group, metric, value, unit) VALUES
('setup_path', 'worst_r2r_start', 'fir6.Q_8[13]', ''),
('global_routing', 'grt_first_pass_wirelength', '21400', 'um'),
('yosys', 'synth_largest_type_area_fraction', '36.4', '%'),
('setup_path', 'critPathArrivalTime', '7.32', 'ns'),
('power', 'power.net_switching', '0.000404', 'W'),
('clock_tree', 'cts_htree_levels', '4', ''),
('yosys', 'flop_cell', 'dfxtp_1', ''),
('clock_tree', 'clock_insertion_delay_worst_skew', '0.41', 'ns'),
('yosys', 'enable_flop_cells', '0', ''),
('final_timing', 'worst-slew-pin-transition', '0.636', 'ns'),
('route', 'wire_per_inst', '10.4', 'um'),
('final_timing', 'whs', '0.445', 'ns'),
('place', 'place_area', '8810', 'um2'),
('flow_run', 'max_cap_viol_count', '0', ''),
('final_timing', 'period_needed', '9.66', 'ns'),
('clock_tree', 'clk_transition_reported_paths', '0.06', 'ns'),
('yosys', 'yosysWarnings', '1', ''),
('final_timing', 'unrepaired_setup_endpoints_after_global_routing', 'no', ''),
('clock_tree', 'clock_tree.buffer_depth', '2', ''),
('power', 'power_frac_clock', '38.8', '%'),
('finish', 'drive_gt1_share', '4.84', '%'),
('setup_path', 'worstSetupEndpointType', 'output port', ''),
('setup_path', 'timing.reg2reg.setup_slack', '11.10', 'ns'),
('place', 'post-place-ws', '1.98', 'ns'),
('route', 'antennaDiodeCount', '0', ''),
('setup_path', 'worst_r2r_path_depth', '1', ''),
('floorplanning', 'design.die.area', '20800', 'um2'),
('final_timing', 'timing.final.setup_violations', '0', ''),
('global_routing', 'grt_remaining_overflow', '0', ''),
('setup_path', 'critPathKind', 'input port to output port', ''),
('yosys', 'synth.yosys.num_cells', '806', ''),
('floorplanning', 'rows', '51', ''),
('finish', 'final.fill_count', '1862', ''),
('place', 'detailedPlacementHpwl', '8950', 'um'),
('yosys', 'synth.most_common_cell', 'inv_1', ''),
('yosys', 'synth_top_cell_by_area', 'dfxtp_1', ''),
('clock_tree', 'total_cts_buffers', '17', ''),
('global_routing', 'track_usage', '13.7', '%'),
('clock_tree', 'post_cts.resized_instances', '0', ''),
('status', 'status', 'finished clean', ''),
('yosys', 'yosys-dominant-comb-family', 'adder cells', ''),
('global_routing', 'antenna_found_initial', '0', ''),
('global_routing', 'first_global_vias', '4748', ''),
('final_timing', 'finalHoldViolCount', '0', ''),
('route', 'wl', '11800', 'um'),
('setup_path', 'startpoint_class', 'input port', ''),
('place', 'quantity_of_i_o_buffers_inserted_on_ports', '46', ''),
('hold_path', 'min_delay_endpoint', 'fir6.Q_8[8]', ''),
('power', 'cellPowerDensity', '159', 'nW/um2'),
('floorplanning', 'pin_count', '50', ''),
('global_routing', 'grt_max_degree', '64', ''),
('floorplanning', 'die_h', '144', 'um'),
('power', 'p_comb_share', '26.8', '%'),
('final_timing', 'finalCritPeriodShare', '82.6', '%'),
('yosys', 'muxShareOfSynthArea', '0.124', '%'),
('finish', 'area_delta_synth_final', '16.8', '%'),
('final_timing', 'finalWorstSetupSlack', '2.04', 'ns'),
('clock_tree', 'postCtsSetupRepairBufs', '0', ''),
('power', 'power.leakage', '4.44', 'nW'),
('flow_run', 'tool_warnings', '28', ''),
('hold_path', 'hold_path.class', 'register to register', ''),
('yosys', 'yosys.area_share.simple', '9.81', '%'),
('yosys', 'synth_cells', '806', ''),
('route', 'route.vias.total', '4708', ''),
('route', 'drc', '0', ''),
('final_timing', 'fin_tns_setup', '0', 'ns'),
('yosys', 'yosys-top-cells-count', '235 x inv_1, 147 x dfxtp_1, 125 x fa_1', ''),
('power', 'internal_power', '0.00110', 'W'),
('yosys', 'synth_flops', '147', ''),
('yosys', 'synth_chip_area', '8090', 'um2'),
('yosys', 'async_flop_share', '0', '%');
==> per-stage QoR <==
| stage | util [%] | instances |
|---|---|---|
| after global routing | 48.1 | 1133 |
| after CTS | 48.1 | 1133 |
| after floorplan | - | 806 |
| final | 48.1 | 1133 |
| after global placement | 44.8 | 1101 |
| after detailed placement | 44.8 | 1101 |
==> layout make-up <==
cell class	count	area, um2	share of cell area, %
Multi-Input combinational cell	405	4180	44.2
Sequential cell	147	2940	31.2
Inverter	236	886	9.38
Timing Repair Buffer	48	473	5.01
Clock buffer	21	450	4.77
Tap cell	265	332	3.51
Clock inverter	11	183	1.93
==> layout by cell type, fill, tap and decap left out, types with 2 or more instances in the layout <==
master / instances
a21oi_1: 16
clkbuf_16: 17
o21a_1: 3
xnor2_1: 12
inv_1: 235
buf_4: 3
a21o_1: 9
dfxtp_1: 147
nand3_1: 2
xor2_1: 7
nor2_1: 122
nand2b_1: 2
nor2_2: 2
ha_1: 24
bufinv_16: 5
clkinv_2: 5
clkdlybuf4s50_1: 45
clkbuf_1: 3
fa_1: 125
nand2_1: 12
o21bai_1: 3
o21ai_0: 8
a31oi_1: 2
nor2b_1: 35
nand4_1: 4
==> sequential cells by signal, indices dropped and copies added, names as in the netlist <==
signal    cells
fir1.Q_8     21
fir3.Q_8     21
fir7.Q_8     21
fir2.Q_8     21
fir4.Q_8     21
fir6.Q_8     21
fir5.Q_8     21
==> power by group through the flow <==
stage | clock, W | combinational [W] | sequential, W
after CTS | 0.000597 | 0.000413 | 0.000515
after global routing | 0.000622 | 0.000468 | 0.000516
final | 0.000583 | 0.000403 | 0.000515
==> metal layers <==
metal  share of wire (%)  vias up  track usage [%]  routed length, um
met5                   0        -                0                  0
met4                0.90        0             1.22                106
met3                 7.0        8             5.02                829
met2                  43       73             19.9               5020
met1                  49     2225             21.7               5800
li1                    -     2402                -                  -
==> worst max path at each step <==
stage | slack (ns) | to | cells after the start
after CTS | 1.98 | dataOut[16] | 20
after global routing | 1.68 | dataOut[16] | 20
final | 2.04 | dataOut[20] | 20
==> worst max-delay path: stages <==
cell	delay, ns
clkdlybuf4s50_1	0.45
inv_1	0.06
fa_1	0.53
inv_1	0.05
fa_1	0.48
fa_1	0.50
inv_1	0.05
fa_1	0.46
inv_1	0.06
ha_1	0.17
inv_1	0.06
fa_1	0.40
nor2b_1	0.16
o31a_1	0.25
o2111ai_2	0.21
a21boi_2	0.21
o21a_1	0.14
nor2_2	0.04
xnor2_1	0.18
clkdlybuf4s50_1	0.51
==> kinds of logic after synthesis <==
| kind of cell | Yosys count |
|---|---|
| and+or+nand+nor | 181 |
| DFF | 147 |
| buffers and inverters | 254 |
| muxes | 1 |
| adders and majority gates | 149 |
| xor gates and xnor gates | 19 |
| AOI/OAI and AO/OA | 55 |
Power is estimated from default activity; no workload was simulated.
