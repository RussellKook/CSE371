**/design/flow/constraint.sdc**
```tcl
current_design hexControl

set clk_period 1.9
set clk_io_pct 0.2

create_clock -name clk0 -period $clk_period

set non_clock_inputs [all_inputs -no_clocks]
set_input_delay [expr $clk_period * $clk_io_pct] -clock clk0 $non_clock_inputs
set_output_delay [expr $clk_period * $clk_io_pct] -clock clk0 [all_outputs]
```
**/design/flow/config.mk**
```make
export PLATFORM = sky130hd
export DESIGN_NAME = hexControl
export DESIGN_NICKNAME = hexControl
export VERILOG_FILES = /design/flow/design.v
export SDC_FILE = /design/flow/constraint.sdc
export NUM_CORES = 4
export LEC_CHECK = 1
export CORE_AREA = 10 10 70 70
export DIE_AREA = 0 0 80 80
```
**/design/flow/design.v**
```verilog
module hexControl(count, HEX0, HEX1, HEX2, HEX3, HEX4, HEX5);
	input logic [4:0] count;
	output logic [6:0] HEX0, HEX1, HEX2, HEX3, HEX4, HEX5;
	always_comb begin
		case(count)
			5'b00000 :	begin 
							HEX0 = 7'b1000000;  
							HEX1 = 7'b0101111;  
							HEX2 = 7'b0001000;  
							HEX3 = 7'b0000110;  
							HEX4 = 7'b1000111;  
							HEX5 = 7'b1000110;  
							end
			5'b00001 :	begin 
							HEX0 = 7'b1111001;  
							HEX1 = 7'b1111111;  
							HEX2 = 7'b1111111;  
							HEX3 = 7'b1111111;  
							HEX4 = 7'b1111111;  
							HEX5 = 7'b1111111;  
							end
			5'b00010 :	begin
							HEX0 = 7'b0100100;  
							HEX1 = 7'b1111111;  
							HEX2 = 7'b1111111;  
							HEX3 = 7'b1111111;  
							HEX4 = 7'b1111111;  
							HEX5 = 7'b1111111;  
							end
			5'b00011 :	begin
							HEX0 = 7'b0110000;  
							HEX1 = 7'b1111111;  
							HEX2 = 7'b1111111;  
							HEX3 = 7'b1111111;  
							HEX4 = 7'b1111111;  
							HEX5 = 7'b1111111;  
							end
			5'b00100 :	begin
							HEX0 = 7'b0011001;  
							HEX1 = 7'b1111111;  
							HEX2 = 7'b1111111;  
							HEX3 = 7'b1111111;  
							HEX4 = 7'b1111111;  
							HEX5 = 7'b1111111;  
							end
			5'b00101 :	begin
							HEX0 = 7'b0010010;  
							HEX1 = 7'b1111111;  
							HEX2 = 7'b1111111;  
							HEX3 = 7'b1111111;  
							HEX4 = 7'b1111111;  
							HEX5 = 7'b1111111;  
							end
			5'b00110 :	begin
							HEX0 = 7'b0000011;  
							HEX1 = 7'b1111111;  
							HEX2 = 7'b1111111;  
							HEX3 = 7'b1111111;  
							HEX4 = 7'b1111111;  
							HEX5 = 7'b1111111;  
							end
			5'b00111 :	begin
							HEX0 = 7'b1111000;  
							HEX1 = 7'b1111111;  
							HEX2 = 7'b1111111;  
							HEX3 = 7'b1111111;  
							HEX4 = 7'b1111111;  
							HEX5 = 7'b1111111;  
							end
			5'b01000 :	begin
							HEX0 = 7'b0000000;  
							HEX1 = 7'b1111111;  
							HEX2 = 7'b1111111;  
							HEX3 = 7'b1111111;  
							HEX4 = 7'b1111111;  
							HEX5 = 7'b1111111;  
							end
			5'b01001 :	begin
							HEX0 = 7'b0011000;  
							HEX1 = 7'b1111111;  
							HEX2 = 7'b1111111;  
							HEX3 = 7'b1111111;  
							HEX4 = 7'b1111111;  
							HEX5 = 7'b1111111;  
							end
			5'b01010 :	begin
							HEX0 = 7'b1000000;  
							HEX1 = 7'b1111001;  
							HEX2 = 7'b1111111;  
							HEX3 = 7'b1111111;  
							HEX4 = 7'b1111111;  
							HEX5 = 7'b1111111;  
							end
			5'b01011 :	begin
							HEX0 = 7'b1111001;  
							HEX1 = 7'b1111001;  
							HEX2 = 7'b1111111;  
							HEX3 = 7'b1111111;  
							HEX4 = 7'b1111111;  
							HEX5 = 7'b1111111;  
							end
			5'b01100 :	begin 
							HEX0 = 7'b0100100;  
							HEX1 = 7'b1111001;  
							HEX2 = 7'b1111111;  
							HEX3 = 7'b1111111;  
							HEX4 = 7'b1111111;  
							HEX5 = 7'b1111111;  
							end
			5'b01101 :	begin
							HEX0 = 7'b0110000;  
							HEX1 = 7'b1111001;  
							HEX2 = 7'b1111111;  
							HEX3 = 7'b1111111;  
							HEX4 = 7'b1111111;  
							HEX5 = 7'b1111111;  
							end
			5'b01110 :	begin
							HEX0 = 7'b0011001;  
							HEX1 = 7'b1111001;  
							HEX2 = 7'b1111111;  
							HEX3 = 7'b1111111;  
							HEX4 = 7'b1111111;  
							HEX5 = 7'b1111111;  
							end
			5'b01111 :	begin
							HEX0 = 7'b0010010;  
							HEX1 = 7'b1111001;  
							HEX2 = 7'b1111111;  
							HEX3 = 7'b1111111;  
							HEX4 = 7'b1111111;  
							HEX5 = 7'b1111111;  
							end
			5'b10000 :	begin
							HEX0 = 7'b0000011;  
							HEX1 = 7'b1111001;  
							HEX2 = 7'b1111111;  
							HEX3 = 7'b1111111;  
							HEX4 = 7'b1111111;  
							HEX5 = 7'b1111111;  
							end
			5'b10001 :	begin
							HEX0 = 7'b1111000;  
							HEX1 = 7'b1111001;  
							HEX2 = 7'b1111111;  
							HEX3 = 7'b1111111;  
							HEX4 = 7'b1111111;  
							HEX5 = 7'b1111111;  
							end
			5'b10010 :	begin
							HEX0 = 7'b0000000;  
							HEX1 = 7'b1111001;  
							HEX2 = 7'b1111111;  
							HEX3 = 7'b1111111;  
							HEX4 = 7'b1111111;  
							HEX5 = 7'b1111111;  
							end
			5'b10011 :	begin
							HEX0 = 7'b0011000;  
							HEX1 = 7'b1111001;  
							HEX2 = 7'b1111111;  
							HEX3 = 7'b1111111;  
							HEX4 = 7'b1111111;  
							HEX5 = 7'b1111111;  
							end
			5'b10100 :	begin
							HEX0 = 7'b1000000;  
							HEX1 = 7'b0100100;  
							HEX2 = 7'b1111111;  
							HEX3 = 7'b1111111;  
							HEX4 = 7'b1111111;  
							HEX5 = 7'b1111111;  
							end
			5'b10101 :	begin
							HEX0 = 7'b1111001;  
							HEX1 = 7'b0100100;  
							HEX2 = 7'b1111111;  
							HEX3 = 7'b1111111;  
							HEX4 = 7'b1111111;  
							HEX5 = 7'b1111111;  
							end
			5'b10110 :	begin
							HEX0 = 7'b0100100;  
							HEX1 = 7'b0100100;  
							HEX2 = 7'b1111111;  
							HEX3 = 7'b1111111;  
							HEX4 = 7'b1111111;  
							HEX5 = 7'b1111111;  
							end
			5'b10111 :	begin
							HEX0 = 7'b0110000;  
							HEX1 = 7'b0100100;  
							HEX2 = 7'b1111111;  
							HEX3 = 7'b1111111;  
							HEX4 = 7'b1111111;  
							HEX5 = 7'b1111111;  
							end
			5'b11000 :	begin
							HEX0 = 7'b0011001;  
							HEX1 = 7'b0100100;  
							HEX2 = 7'b1111111;  
							HEX3 = 7'b1111111;  
							HEX4 = 7'b1111111;  
							HEX5 = 7'b1111111;  
							end
			5'b11001 :	begin
							HEX0 = 7'b1111111;  
							HEX1 = 7'b1111111;  
							HEX2 = 7'b1000111;  
							HEX3 = 7'b1000111;  
							HEX4 = 7'b1000001;  
							HEX5 = 7'b0001110;  
							end
			default :   begin
							HEX0 = 7'b1111111;  
							HEX1 = 7'b1111111;  
							HEX2 = 7'b1111111;  
							HEX3 = 7'b1111111;  
							HEX4 = 7'b1111111;  
							HEX5 = 7'b1111111;  
							end
		endcase
	end
endmodule
module hexControl_testbench();
	logic [6:0] HEX0, HEX1, HEX2, HEX3, HEX4, HEX5;
	logic [4:0] count;
	hexControl dut (.count, .HEX0, .HEX1, .HEX2, .HEX3, .HEX4, .HEX5);
	integer i;
	initial begin
		for (i=0; i<2**5; i++) begin
			count[4:0] = i; #10;
		end
	end
endmodule
```
**/design/flow/run.sh**
```bash
#!/bin/bash
# OpenROAD 26Q1-2900-gdf79404cd8, Yosys 0.63+post, stock flow scripts
make -C /OpenROAD-flow-scripts/flow DESIGN_CONFIG=/design/flow/config.mk WORK_HOME=/design/flow/orfs finish
```
==> impl.org <==
#+TITLE: Synthesis and PnR summary

** Power and ir drop
- Internal power :: 168 uW
- In this run switching power makes up 41.2% of total power.
- Combinational power share :: 100.0%
- The flow reports that the clock network draws 0% of the design power.
- Cell Pwr Density :: 185 nW/um^2
- Sequential share of power :: 0%
- Per the power-grid run, VDD falls by no more than 100 uV.
- Net Sw Power :: 117 uW
- The power report puts the leakage power at 0.659 nW.

** Logic synthesis
- Warnings reported by Yosys during synthesis add up to 1.
- In this run the mean area of a mapped cell was 7.69 sq um.
- Distinct cell type count after synthesis :: 34
- Post-synthesis, Yosys gives the total cell area as 807 sq um.
- Before any placement, the netlist area is recorded as 807 sq um.
- Number of standard cells after synthesis :: 105
- For this run, the register share of the synthesized area comes to 0%.
- Yosys stat cell total :: 105

** Run
- Max-capacitance violation count :: 0
- Total number of warnings across the stage logs :: 40

** Final layout
- Seq. cell area :: 0 sq um
- The area growth from synthesis to layout is 90.7%.
- Clk_buf instances :: 0
- Filler instances :: 318
- Cells fill 45.1% of the core in the end.
- Sequential cell count :: 0
- In the final layout, the share of cells above drive strength 1 is 51.9%.

** GRT
- Aggregate global routing overflow :: 0
- Antenna violations before repair :: 0
- Vias in the first global route :: 927
- Overall Global Routing Usage :: 7.80%
- The first global-routing pass estimated 4.31 mm of wire.
- Entering global routing, the biggest net connects 12 pins.

** Worst setup path
- The number of buffers and inverters on the critical path is 4.
- Per STA, the worst path is made up of buf_2, buf_4, buf_4, o21ai_0, a21oi_1, clkdlybuf4s50_1.
- The data arrival time reported for the critical path is 1.48 ns.
- Type of the setup path with the least slack :: input port to primary output
- Among the stages of the critical path, the cell type that occurs most often is buf_4.
- Data on the critical path is required at its endpoint by 1.52 ns.
- The timing report gives the biggest stage delay along the critical path as 0.49 ns.
- Cell with the largest stage delay on the worst path :: clkdlybuf4s50_1
- The most critical setup path has its startpoint at count[2].
- Kind of launch point of the worst setup path :: input port
- Cell class contributing the biggest share of worst-path delay :: buffers and inverters
- Along the worst path, the maximum fanout reaches 5.
- STA classifies the critical path endpoint as a primary output.
- Counting buffers and inverters, the worst setup path is 6 cells deep.

** Timing
- The worst path in the final design needs a cycle of 1.86 ns, including I/O delays and setup.
- Max Fclk :: 537 MHz
- Crit share post-route :: 98.1%
- Hold Fails Final Rpt :: 0
- Final hold slack :: 1.20 ns
- Per the finish-stage timing summary, setup violations number 0.
- Number of pins with negative max-slew slack in the final report :: 0
- Setup repair after global routing could not meet its margin everywhere.

** Drt
- Total wire length :: 2.74 mm
- Routed length on met2 :: 1.09 mm
- In the per-layer summary, the met1 wirelength comes to 1.27 mm.
- First-iteration detailed-routing DRC count :: 25
- The routed layout has 919 vias.
- The script parses the final routing iteration and logs DRC violations as 0.
- Antenna cells :: 0
- Using the TritonRoute via totals, the vias-per-cell ratio works out to 4.42.
- Antenna violation net count after detailed routing :: 0
- Routed wire length on met3 :: 376 um
- The script logs the mean routed wire length per placed instance as 13.2 um.
- Before antenna repair, the detailed router went through 5 iterations.
- Top layer used by detailed routing :: met3

** Floorplan
- During I/O placement, the number of pins put on the boundary was 47.
- The floorplan step set the die width to 80 um.
- Core utilization at floorplan :: 23.6%
- Per the OpenROAD floorplan log, the height of the die is 80 um.
- In this run the standard cell core region covers 3420 sq um.
- Number of standard-cell rows in the floorplan :: 21
- The overall die size recorded for this design is 6400 sq um.

** Placed design
- Post-detailed-placement half-perimeter wirelength :: 2.03 mm
- The congestion estimate from routability-driven global placement came to 0.902.
- Port bufs :: 40

** Min path
- The worst hold path passes through 4 cells.
- Per the hold report, the tightest min-delay path originates at count[4].
- STA reports the tightest min-delay check as being of type input port to primary output.

** Clock tree
- Number of hold buffers added after cts :: 0

** Run status
- Run status :: complete, no violations
## repair_timing
| item | 4_1_cts | 5_1_grt |
|---|---|---|
| pin swaps | 13 | 8 |
| gates resized | 98 | 35 |
| buffers inserted | 13 | 2 |
| gates cloned | 1 | 0 |
| setup endpoints to repair | 35 | 23 |
## power groups by stage
stage,Sequential [mW],Combinational (mW),Clock (mW)
after global routing,0,0.312,0
final,0,0.285,0
after CTS,0,0.274,0
## synth_stat cells
| library cell | number | area (sq um) |
|---|---|---|
| a2111oi_2 | 1 | 15.0 |
| a211oi_1 | 2 | 15.0 |
| a21oi_1 | 9 | 45.0 |
| a221oi_2 | 2 | 30.0 |
| a22oi_1 | 1 | 7.51 |
| a2bb2oi_1 | 1 | 8.76 |
| a31oi_1 | 1 | 6.26 |
| and2_1 | 2 | 12.5 |
| and3_1 | 1 | 6.26 |
| buf_4 | 31 | 233 |
| buf_6 | 3 | 33.8 |
| buf_8 | 1 | 15.0 |
| conb_1 | 1 | 3.75 |
| ha_1 | 7 | 87.6 |
| inv_1 | 4 | 15.0 |
| inv_2 | 1 | 3.75 |
| mux2_2 | 1 | 11.3 |
| mux2i_1 | 3 | 30.0 |
| nand2_1 | 3 | 11.3 |
| nand2b_1 | 7 | 43.8 |
| nand3_1 | 1 | 5.00 |
| nand4_1 | 1 | 6.26 |
| nor2_1 | 3 | 11.3 |
| nor2b_1 | 4 | 25.0 |
| nor4b_2 | 1 | 15.0 |
| nor4b_4 | 1 | 23.8 |
| o211a_1 | 1 | 10.0 |
| o21a_1 | 1 | 7.51 |
| o21ai_0 | 1 | 5.00 |
| o21ai_1 | 3 | 15.0 |
| o21ai_2 | 1 | 8.76 |
| o22ai_1 | 3 | 18.8 |
| o31a_1 | 1 | 8.76 |
| o31ai_2 | 1 | 12.5 |
## layer usage
metal,global-route usage [%],vias up
met5,0,-
met1,10.7,416
met4,0.704,0
met2,11.9,54
li1,-,449
met3,2.61,0
## layout by cell type (no fill, tap or decap), types with 4 or more instances in the layout
cell and n:
ha_4 5, a21oi_1 5, buf_4 32, buf_8 4, conb_1 7, dlygate4sd2_1 14, nand2b_1 6, a21oi_2 4
clkdlybuf4s15_1 14, buf_6 13
## through the flow
step                worst slack, ns  setup TNS [ns]  std cells  area, sq um  power, mW
finish                       0.0366               0        208         1540      0.285
global route                -0.0255         -0.0255        208         1540      0.312
CTS                         -0.0140         -0.0503        207         1470      0.274
detailed placement           -0.715          -20.73        193         1250      0.244
global placement             -0.700          -19.94        193         1250      0.242
floorplan                    0.0437               0        111          832      0.128
## layout make-up
class | count | area, sq um | share of cell area, %
Tap cell | 46 | 57.6 | 3.74
Timing Repair Buffer | 85 | 777 | 50.5
Inverter | 5 | 31.3 | 2.03
Multi-Input combinational cell | 72 | 673 | 43.7
## cells by family (layout without fill, tap and decap cells)
| group | after synthesis | count (layout) | share of synthesized area, % |
|---|---|---|---|
| AND-OR/OR-AND | 29 | 29 | 26.5 |
| buffers and inverters | 40 | 90 | 37.2 |
| multiplexers | 4 | 4 | 5.12 |
| adder cells (fa/ha/maj) | 7 | 7 | 10.9 |
| other | 1 | 7 | 0.465 |
| AND/OR/NAND/NOR | 24 | 25 | 19.8 |
## final timing paths
kind,end,slack (ns)
hold / removal,HEX1[3],1.20
setup / recovery,HEX1[1],0.04
No activity file was given, so power comes from the tool's default toggle rates.
