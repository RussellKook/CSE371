[config.mk]
export PLATFORM = sky130hd
export DESIGN_NAME = datapath
export DESIGN_NICKNAME = datapath
export VERILOG_FILES = /design/flow/design.v
export SDC_FILE = /design/flow/constraint.sdc
export NUM_CORES = 4
export LEC_CHECK = 1
export CORE_UTILIZATION = 30
[constraint.sdc]
current_design datapath

set clk_period 3.6
set clk_io_pct 0.2

create_clock -name clk0 -period $clk_period [get_ports {clk}]

set non_clock_inputs [all_inputs -no_clocks]
set_input_delay [expr $clk_period * $clk_io_pct] -clock clk0 $non_clock_inputs
set_output_delay [expr $clk_period * $clk_io_pct] -clock clk0 [all_outputs]
[design.v]
module datapath(clk, load_A, load_initial_index, dec_index, inc_index, data_from_mem, data_A, found, address_to_mem, val_lower_A, out_of_bounds);
	input logic clk, load_A, load_initial_index, dec_index, inc_index;
	input logic [7:0] data_from_mem, data_A;
	output logic found, val_lower_A, out_of_bounds;
	output logic [4:0] address_to_mem;
	logic [4:0] index;  
	logic [7:0] A;
	logic [4:0] min, max;
	assign address_to_mem = index;
	always_ff @(posedge clk) begin
		if(load_A)
			A <= data_A;
		if(load_initial_index) begin 
			index <= 5'b01111; 
			min <= 5'b00000;
			max <= 5'b11111;
		end 
		index <= min + ((max - min) / 2);
		if(A == data_from_mem)
			found <= 1;
		else
			found <= 0;
		if(data_from_mem < A) begin
			val_lower_A <= 1;
		end else begin
			val_lower_A <= 0;
		end
		if(index > 31 || index < 0) 
			out_of_bounds <= 1;
		else 
			out_of_bounds <= 0;
		if(dec_index)
			max <= index;
		if(inc_index)
			min <= index;
		end
endmodule
[run.sh]
#!/bin/bash
# OpenROAD 26Q1-2900-gdf79404cd8, Yosys 0.63+post, stock flow scripts
make -C /OpenROAD-flow-scripts/flow DESIGN_CONFIG=/design/flow/config.mk WORK_HOME=/design/flow/orfs finish
==> impl_metrics.env <==
# yosys + openroad results
export IMPL_p_sw_frac=0.3041
export IMPL_wirelength_um=2058
export IMPL_hp_class="flip-flop to flip-flop"
export IMPL_portBuffers=28
export IMPL_critPathCaptureType="flip-flop"
export IMPL_synthCells=103
export IMPL_reg2reg_setup_slack_ps=1270
export IMPL_totalNegativeSetupSlack_ps=0
export IMPL_intPower_uw=748.1
export IMPL_dp_hpwl_um=1629
export IMPL_synth_top_area_share=0.4227
export IMPL_grt_pass1_vias=720
export IMPL_rr_worst_depth=9
export IMPL_die_h_um=67.29
export IMPL_setup_viol=0
export IMPL_clkTransAtPathRegs_ps=80
export IMPL_drive_gt1_frac=0.04444
export IMPL_holdBufCountCts=0
export IMPL_cts_buffer_depth=2
export IMPL_drc=0
export IMPL_final_cell_count_no_fill=185
export IMPL_cpMaxStageDelayCell="fa_1"
export IMPL_vias=787
export IMPL_root_buffer="clkbuf_8"
export IMPL_cp_cell_sequence="nand2b_1 -> fa_1 -> ha_1 -> inv_1 -> fa_1 -> nand2b_1 -> a21oi_1 -> xnor2_1 -> xnor2_1"
export IMPL_fin_ws_ps=1266
export IMPL_status="finished, final reports clean"
export IMPL_cts_tree="built"
export IMPL_synth_cell_type_count=22
export IMPL_std_cell_rows=23
export IMPL_clock_skew_ps=0.7861
export IMPL_regArea_um2=700.7
export IMPL_crit_end="index[4]"
export IMPL_cpPeakStageDelay_ps=510
export IMPL_ys_seq_frac=0.5479
export IMPL_grt_overflow_total=0
export IMPL_postCtsResizedCells=0
export IMPL_ys_area_um2=1279
export IMPL_netlist_area_um2=1279
export IMPL_viasPerCell=4.254
export IMPL_lay_top_cells="28 x clkdlybuf4s50_1, 18 x edfxtp_1, 16 x ha_1, 15 x inv_1, 8 x dfxtp_1"
export IMPL_critPathLaunch="max[0]"
export IMPL_cts_max_level=1
export IMPL_grt_max_degree=15
export IMPL_required_ps=3800
export IMPL_pwr_share_comb=0.443
export IMPL_cp_top_family="adder cells"
export IMPL_io_pins=29
export IMPL_r2r_end="index[4]"
export IMPL_fp_util=0.3151
export IMPL_finalCriticalPeriod_ps=2335
export IMPL_cts_buffers=3
export IMPL_p_per_area_nw_per_um2=645.0
export IMPL_antenna_found_initial=0
export IMPL_wl_per_cell_um=11.12
export IMPL_area_delta_synth_final_pct=30.33
export IMPL_final_util=0.4107
export IMPL_dieArea_um2=4527
export IMPL_drv_slew=0
export IMPL_holdWs_ps=537.3
export IMPL_cts_setup_buffers=0
export IMPL_ys_top_cells_by_area="edfxtp_1 42%, ha_1 16%, dfxtp_1 13%, inv_1 4.4%, xnor2_1 4.1%"
export IMPL_maxCapViolCount=0
export IMPL_crit_fanout=2
export IMPL_core_um2=4058
export IMPL_p_seq_frac=0.406
export IMPL_pre_cts_ws_ps=1247
export IMPL_critical_path_buf_inv_count=1
export IMPL_logic_area_um2=521.8
export IMPL_rsz0062_at_grt="false"
export IMPL_fin_crit_sh=0.6485
export IMPL_die_x_um=67.29
export IMPL_groute_usage_overall=0.09814
export IMPL_ant_nets=0
export IMPL_path_depth=9
export IMPL_first_pass_iters=3
export IMPL_diodes=0
export IMPL_gp_congestion=0.8943
export IMPL_rr_startpoint="max[0]"
export IMPL_ys_warn_count=1
export IMPL_critPathKind="flip-flop to flip-flop"
export IMPL_timing_fmax_ghz=0.4284
export IMPL_layout_top_cell="clkdlybuf4s50_1"
export IMPL_synth_flops=26
export IMPL_syn_mean_instance_area_um2=12.41
export IMPL_p_leak_uw=0.0006919
export IMPL_clk_latency_ps=260
export IMPL_warnings=25
export IMPL_largest_area_cell="edfxtp_1"
export IMPL_fillerInstances=378
export IMPL_grt_first_pass_wirelength_um=3105
export IMPL_drt_iter0_drc=33
export IMPL_start_kind="flip-flop"
export IMPL_ir_drop_mv=0.3843
export IMPL_place_inst=181
export IMPL_finalHoldViolations=0
export IMPL_worstPathArrival_ps=2540
export IMPL_switchingPower_uw=326.8
export IMPL_ys_cells=103
export IMPL_cts_num_sinks=26
export IMPL_power_share_clock=0.151
sequential cells by signal, indices dropped and copies added (netlist names):
register       count
A                  8
index              5
max                5
min                5
found              1
out_of_bounds      1
val_lower_A        1
per-layer routing:
metal  GRT usage  up-vias  part of all wire
li1            -      413                 -
met1      0.1402      339              0.50
met2      0.1500       33              0.38
met3     0.04110        2              0.11
met4    0.007979        0            0.0068
met5           0        -                 0
through the flow:
step / power (µW) / cell area [µm²]
floorplan: 748.3 / 1279
global placement: 910.2 / 1622
detailed placement: 915.7 / 1622
CTS: 1089 / 1667
global route: 1167 / 1667
finish: 1075 / 1667
how the worst min path moves through the flow:
stage / from / slack [ps] / depth (start not counted) / end
4_1_cts: index[1] / 540 / 1 / max[1]
6_report: min[0] / 540 / 1 / index[0]
5_1_grt: index[0] / 570 / 1 / max[0]
area by class of cell:
class | instances | area share
Clock buffer | 3 | 0.02477
Clock inverter | 1 | 0.002252
Timing Repair Buffer | 28 | 0.1682
Tap cell | 50 | 0.03754
Sequential cell | 26 | 0.4204
Multi-Input combinational cell | 62 | 0.3131
Inverter | 15 | 0.03378
worst register-to-register path: cells and delay by family, from the launching register on:
family          cells  cell delay (ps)
flops               1              350
simple gates        2              340
buf+inv             1               60
compound gates      1              160
fa+ha+maj           3             1090
xor+xnor            2              280
power groups by stage:
stage | logic [µW] | clock network (µW) | registers [µW]
CTS | 480 | 171 | 438
global route | 540 | 182 | 446
finish | 476 | 162 | 437
synthesized netlist by cell type:
cell type	instances
edfxtp_1	18
ha_1	16
inv_1	15
dfxtp_1	8
nand2b_1	7
a21oi_1	6
xnor2_1	6
and2_1	5
a21o_1	4
nor2_1	3
fa_1	2
nand4_1	2
or2_2	2
a211oi_1	1
a21o_2	1
a31oi_1	1
conb_1	1
nand2_1	1
nor2b_1	1
o211ai_1	1
o21ai_1	1
xor2_1	1
cells by family after synthesis:
logic type	synth area share
fa+ha+maj	0.1879
simple gates	0.09491
flops	0.5479
xor+xnor	0.04795
buf+inv	0.04403
other cells	0.002933
compound gates	0.07437
No activity file was given, so power comes from the tool's default toggle rates.
